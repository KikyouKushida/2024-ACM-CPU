--- config.mk ---
export PLATFORM = sky130hd
export DESIGN_NAME = InstFetcher
export DESIGN_NICKNAME = InstFetcher
export VERILOG_FILES = /design/flow/design.v
export SDC_FILE = /design/flow/constraint.sdc
export NUM_CORES = 4
export LEC_CHECK = 1
export CORE_UTILIZATION = 50
--- constraint.sdc ---
current_design InstFetcher

set clk_period 8.1
set clk_io_pct 0.2

create_clock -name clk0 -period $clk_period [get_ports {clk_in}]

set non_clock_inputs [all_inputs -no_clocks]
set_input_delay [expr $clk_period * $clk_io_pct] -clock clk0 $non_clock_inputs
set_output_delay [expr $clk_period * $clk_io_pct] -clock clk0 [all_outputs]
--- design.v ---
module InstFetcher (
    input  wire clk_in,         
    input  wire rst_in,       
    input  wire rdy_in,       
    output wire        fetch_inst,
    output reg  [31:0] current_PC,
    input  wire        inst_valid,
    input  wire [31:0] inst_data,
    input  wire        dec_stall,
    input  wire        dec_clear,
    input  wire [31:0] dec_new_PC,
    output reg         inst_valid_out,
    output reg  [31:0] inst_PC,
    output reg  [31:0] fetched_inst,
    input wire        rob_rst_in,
    input wire [31:0] rob_target_PC
);
    reg fetch_stall;
    wire [31:0] next_PC = rob_rst_in ? rob_target_PC :
                          dec_clear ? dec_new_PC :
                          current_PC + 4;
    always @(posedge clk_in) begin
        if (rst_in) begin
            current_PC <= 0;
            inst_valid_out <= 0;
            inst_PC <= 0;
            fetched_inst <= 0;
            fetch_stall <= 0;
        end
        else if (!rdy_in) begin
        end
        else if (rob_rst_in || (fetch_stall && dec_clear)) begin
            current_PC <= next_PC;
            inst_valid_out <= 0;
            inst_PC <= 0;
            fetched_inst <= 0;
            fetch_stall <= 0;
        end
        else if (inst_valid && inst_data && !fetch_stall && !dec_stall) begin
            current_PC <= next_PC;
            inst_valid_out <= 1;
            inst_PC <= current_PC;
            fetched_inst <= inst_data;
            case (inst_data[6:0])
                7'b1101111, 7'b1100111, 7'b1100011: begin
                    fetch_stall <= 1;
                end
            endcase
        end
    end
    assign fetch_inst = !fetch_stall;
endmodule
--- run.sh ---
#!/bin/bash
# OpenROAD 26Q1-2900-gdf79404cd8, Yosys 0.63+post, stock flow scripts
make -C /OpenROAD-flow-scripts/flow DESIGN_CONFIG=/design/flow/config.mk WORK_HOME=/design/flow/orfs finish
==> flow_summary.json <==
{
  "grt_use_total_pct": 31.3,
  "rsz0062_at_grt": "no",
  "cp-start-kind": "input port",
  "first_global_vias": 4893,
  "fin_area_um2": 7120,
  "outcome": "finished clean",
  "rrSetupSlack_ns": 5.73,
  "post_dp_cell_area_um2": 6900,
  "io_pins": 201,
  "antenna_cells": 0,
  "drt-pass1-iter-count": 5,
  "cts_setup_buffers": 0,
  "ys_chip_area_um2": 4980,
  "netlist-cell-type-count": 72,
  "chip_area_um2": 10400,
  "finalSetupTns_ns": 0,
  "ctsResizeCount": 0,
  "drive_gt1_share_pct": 6.29,
  "ys_seq_elements": 98,
  "finalCriticalPeriod_ns": 4.42,
  "remaining_drc_errors": 0,
  "post-dp-hpwl_um": 10400,
  "worstPathRequired_ns": 8.36,
  "regArea_um2": 1960,
  "min_path_type": "flip-flop to flip-flop",
  "drt-total-wl_um": 15900,
  "synth-seq-area-share_pct": 39.4,
  "clk_path_buf_depth": 2,
  "ff_type": "dfxtp_1",
  "grt_pass1_wl_um": 25000,
  "place.detailed.instances": 864,
  "grt_max_degree": 71,
  "insertion_delay_ns": 0.36,
  "timing.final.crit_share_pct": 54.6,
  "layout_setup_ws_ns": 3.68,
  "power_density_nw_per_um2": 145,
  "top_area_share_pct": 39.4,
  "ant_nets": 0,
  "cp-end-kind": "flip-flop",
  "antenna_found_initial": 0,
  "via_per_inst": 6.25,
  "pre_cts_ws_ns": 3.36,
  "clock-root-buffer": "clkbuf_8",
  "fillCellCount": 742,
  "maxSlewViolCount": 0,
  "syn_inst": 585,
  "area_leaders": "dfxtp_1, a32oi_1, nor2_1",
  "skew_ns": 0.00714,
  "max-cap-violations": 0,
  "p_leak_uw": 0.00249,
  "wl_per_cell_um": 18.1,
  "drtIter0Drc": 483,
  "instances_no_fill": 880,
  "warning_count": 27,
  "place_congestion": 0.849,
  "yosys_warnings": 1,
  "edf_count": 0,
  "yosysTopAreaCell": "dfxtp_1",
  "area.growth.synth_to_final_pct": 42.9,
  "core-area_um2": 9730,
  "fmax_mhz": 226,
  "fp_util_pct": 51.2,
  "netlist_area_um2": 4980,
  "numCtsBuffers": 9,
  "cp.arrival_ns": 4.69,
  "p_total_uw": 1030,
  "cts.sinks": 98,
  "max_slew.worst_pin.slew_ns": 0.840,
  "comb_area_um2": 2680,
  "num_rows": 36,
  "critPathKind": "input port to flip-flop",
  "ir_drop_mv": 0.110,
  "hold_buffers": 0,
  "synth_stat.cells": 585,
  "portBuffers": 200,
  "relSlewSlack_pct": 44.0,
  "grt-ovfl-total": 0,
  "cts_tree": "built",
  "setup_viol": 0,
  "hold_violations": 0,
  "worstPathMaxFanout": 70,
  "path_clk_slew_ns": 0.09,
  "cts_max_level": 3,
  "die_h_um": 102,
  "num_vias": 5499,
  "syn_area_per_cell_um2": 8.51,
  "async_flop_share_pct": 0,
  "dieWidth_um": 102
}
==> kinds of logic after synthesis <==
kind of cell               share of synthesized area [%]
muxes                                              0.402
DFF                                                 39.4
and+or+nand+nor                                     20.1
adders and majority gates                          0.251
AOI/OAI and AO/OA                                   32.5
buffers and inverters                               7.18
xor gates and xnor gates                           0.176
==> synth_stat cells, drive strengths merged (9+ instances only) <==
| master | number |
|---|---|
| a21oi | 41 |
| a22oi | 11 |
| a32oi | 61 |
| buf | 33 |
| clkbuf | 31 |
| dfxtp | 98 |
| nand2 | 41 |
| nand3 | 20 |
| nand4 | 11 |
| nor2 | 86 |
| nor3 | 9 |
| nor4 | 12 |
| o21ai | 13 |
| o32ai | 18 |
==> sequential cells by signal, summed over array words and instances, names as in the netlist <==
signal and flops:
fetch_stall 1, inst_PC 32, fetched_inst 32, current_PC 32
inst_valid_out 1
==> where the power goes <==
group          internal [µW]  total [µW]  leakage, µW  switching, µW
sequential               496         519     0.000795           22.8
combinational           99.4         178      0.00159           79.0
clock                    155         336     0.000101            181
==> critical path: stages <==
cell	delay (ns)
clkdlybuf4s50_1	0.43
nor4_1	0.43
nand4_1	0.31
o21ai_4	0.64
buf_4	0.71
a2111oi_0	0.27
o211a_1	0.26
==> placed cells by master, fill, tap and decap left out, types with 3 or more instances in the layout <==
cell type and n:
nor4_1 10, dfxtp_1 98, clkbuf_8 10, inv_1 7, a22oi_1 11, a21o_1 5
o2bb2ai_1 4, o32ai_1 17, clkdlybuf4s50_1 198, o211ai_1 3, a221oi_1 4, a22o_1 3
a221o_1 4, nor2_1 85, nor3_1 7, and3_1 4, a211oi_1 3, and2_1 3
nand2b_1 3, a21oi_1 41, buf_4 11, nand4_1 9, o211a_1 3, o31a_1 4
a31oi_1 8, a32oi_1 61, o22ai_1 3, nand3_1 19, nand2_1 40, o21ai_0 11
==> layer usage <==
metal,GRT usage [%],vias to the layer above,wire length [µm]
li1,-,2592,-
met1,50.2,2566,6810
met2,45.4,317,7120
met3,7.23,24,1740
met4,5.16,0,227
met5,0,-,0
==> per-stage QoR <==
step	hold slack [ns]	util, %
global placement	0.459	71.0
finish	0.474	73.1
CTS	0.481	73.1
floorplan	0.433	-
detailed placement	0.470	71.0
global route	0.505	73.1
==> final cells by class <==
class,instances,share of cell area [%]
inverter,8,0.422
clock buffer,10,1.93
sequential,98,27.6
timing repair buffer,210,29.1
multi-input combinational,415,37.6
clock inverter,6,1.04
tap,133,2.34
==> worst paths after layout <==
check        cells after the start     startpoint             end
max                              7  inst_data[30]     fetch_stall
min                              2    inst_PC[26]     inst_PC[26]
max reg2reg                      7  current_PC[3]  current_PC[22]
min reg2reg                      2    inst_PC[26]     inst_PC[26]
Power figures rest on the tool's default switching activity, not on a simulated workload.
