**flow/run.sh**
```bash
#!/bin/bash
# OpenROAD 26Q1-2900-gdf79404cd8, Yosys 0.63+post, stock flow scripts
make -C /OpenROAD-flow-scripts/flow DESIGN_CONFIG=/design/flow/config.mk WORK_HOME=/design/flow/orfs finish
```
**flow/config.mk**
```make
export PLATFORM = sky130hd
export DESIGN_NAME = Memory
export DESIGN_NICKNAME = Memory
export VERILOG_FILES = /design/flow/design.v
export SDC_FILE = /design/flow/constraint.sdc
export NUM_CORES = 4
export LEC_CHECK = 1
export CORE_UTILIZATION = 30
```
**flow/constraint.sdc**
```tcl
current_design Memory

set clk_period 7.0
set clk_io_pct 0.2

create_clock -name clk0 -period $clk_period [get_ports {clk_in}]

set non_clock_inputs [all_inputs -no_clocks]
set_input_delay [expr $clk_period * $clk_io_pct] -clock clk0 $non_clock_inputs
set_output_delay [expr $clk_period * $clk_io_pct] -clock clk0 [all_outputs]
```
**flow/design.v**
```verilog
module Memory (
    input  wire clk_in,   
    input  wire rst_in,   
    input  wire rdy_in,   
    input  wire [7:0]  data_in,         
    output wire [7:0]  data_out,        
    output wire [31:0] addr_bus,        
    output wire        write_signal,    
    input  wire        io_full_signal,
    input  wire        task_valid,   
    input  wire        task_write,  
    input  wire [31:0] task_addr,   
    input  wire [2:0]  task_len,
    input  wire [31:0] task_data,   
    output reg         task_ready,  
    output wire [31:0] result_out   
);
    function [31:0] compute_result;
        input [2:0] len;
        input [31:0] prior_result;
        input [7:0] data_in;
        case (len)
            3'b000:  compute_result = {24'b0, data_in};
            3'b100:  compute_result = {{24{data_in[7]}}, data_in};
            3'b001:  compute_result = {16'b0, data_in, prior_result[7:0]};
            3'b101:  compute_result = {{16{data_in[7]}}, data_in, prior_result[7:0]};
            3'b010:  compute_result = {data_in, prior_result[23:0]};
            default: compute_result = 0;
        endcase
    endfunction
    reg         active_flag;
    reg  [31:0] current_task_addr;
    reg         current_task_write;
    reg  [2:0]  current_task_len;
    reg  [2:0]  state_cycle;
    reg  [31:0] temp_addr;
    reg  [7:0]  temp_data;
    reg         temp_write_flag;
    reg  [31:0] temp_result;
    wire        is_io_region = task_addr[17:16] == 2'b11;
    wire        can_write    = !(is_io_region && task_write && io_full_signal);
    wire        task_pending = task_valid && !task_ready && can_write;
    wire        immediate    = state_cycle == 0 && task_pending;
    assign write_signal = immediate ? task_write : temp_write_flag;
    assign addr_bus     = immediate ? task_addr : temp_addr;
    assign data_out     = immediate ? task_data[7:0] : temp_data;
    assign result_out = compute_result(current_task_len, temp_result, data_in);
    always @(posedge clk_in) begin
        if (rst_in) begin
            active_flag        <= 0;
            current_task_addr  <= 0;
            current_task_write <= 0;
            current_task_len   <= 0;
            state_cycle        <= 0;
            temp_addr          <= 0;
            temp_data          <= 0;
            temp_write_flag    <= 0;
            temp_result        <= 0;
            task_ready         <= 0;
        end
        else if (rdy_in) begin
            if (task_ready) begin
                task_ready <= 0;
            end
            else begin
                case (state_cycle)
                    3'b000: begin  
                        if (task_pending) begin
                            temp_result      <= task_data;
                            active_flag      <= 1;
                            current_task_len <= task_len;
                            current_task_addr<= task_addr;
                            current_task_write <= task_write;
                            if (task_len[1:0]) begin
                                state_cycle  <= 3'b001;
                                temp_addr    <= task_addr + 1;
                                temp_data    <= task_data[15:8];
                                temp_write_flag <= task_write;
                            end
                            else begin
                                state_cycle  <= 3'b000;
                                temp_addr    <= task_addr[17:16] == 2'b11 ? 0 : task_addr;
                                temp_data    <= 0;
                                temp_write_flag <= 0;
                                task_ready  <= 1;
                            end
                        end
                    end
                    3'b001: begin
                        temp_result[7:0] <= data_in;
                        if (current_task_len[1:0] == 2'b01) begin
                            state_cycle  <= 3'b000;
                            temp_data    <= 0;
                            temp_write_flag <= 0;
                            task_ready  <= 1;
                        end
                        else begin
                            state_cycle  <= 3'b010;
                            temp_addr    <= current_task_addr + 2;
                            temp_data    <= task_data[23:16];
                        end
                    end
                    3'b010: begin
                        temp_result[15:8] <= data_in;
                        temp_addr        <= current_task_addr + 3;
                        temp_data        <= task_data[31:24];
                        state_cycle      <= 3'b011;
                    end
                    3'b011: begin
                        temp_result[23:16] <= data_in;
                        state_cycle       <= 3'b000;
                        temp_data         <= 0;
                        temp_write_flag   <= 0;
                        task_ready        <= 1;
                    end
                endcase
            end
        end
    end
endmodule
```
==> flow_summary_export.csv <==
group,metric,value,unit
status,run_status,"finished, final reports clean",
power_and_ir_drop,comb_power_share,24.7,%
synthesis,netlist_area,0.00744,mm²
die,coreArea,0.0243,mm²
sta,fin_crit_sh,83.2,%
synthesis,mux_share,11.6,%
final_layout,drive_above_1_share,9.67,%
clocking,clock_sinks,105,
power_and_ir_drop,p_int,1.22,mW
power_and_ir_drop,p_sw,504,µW
synthesis,synthAdderAreaFrac,0.673,%
synthesis,synth_top_area_share,28.2,%
sta,final.setup.worst_slack,1.18,ns
die,die_w,159,µm
setup_path,start_kind,"input pin",
sta,hold_violations,0,
final_layout,fill_cells,2486,
setup_path,worstPathArrival,4.42,ns
clocking,cts_max_level,3,
detailed_routing,vias,8055,
power_and_ir_drop,p_leak,3.47,nW
synthesis,topCombFamilyByArea,"simple AND/OR/NAND/NOR gates",
synthesis,synth-async-reset-ratio,0,%
detailed_routing,drtAntennaViolNets,0,
synthesis,ff_type,"dfxtp_1",
final_layout,logic_area,0.00494,mm²
sta,worst_slew_pin_slew,0.901,ns
setup_path,crit_fanout,24,
power_and_ir_drop,p_seq_share,39.6,%
placement,dp.final_hpwl,20200,µm
die,io_pins,155,
detailed_routing,detail_route.vias_per_cell,5.63,
setup_path,worstSetupEndpointType,"primary output",
die,chip_area,0.0254,mm²
clocking,insertion_delay,0.36,ns
power_and_ir_drop,swShare,29.3,%
setup_path,cp_top_family,"buffers and inverters",
synthesis,ys_chip_area,0.00744,mm²
grt,first_global_vias,7232,
setup_path,cp_common_cell,"clkdlybuf4s50_1",
detailed_routing,diodes,0,
sta,fmax,172,MHz
min_path,hold_path_class,"flop to flop",
grt,antenna_found_initial,0,
synthesis,postSynthCellCount,1002,
detailed_routing,drtPass1Iterations,5,
synthesis,synth-seq-cells,105,
synthesis,ys_cells,1002,
power_and_ir_drop,ir_worst_vdd,146,µV
job,warnings,26,
clocking,cts_buffers,9,
clocking,cts_buffer_depth,2,
die,die-height,159,µm
synthesis,ys_types,64,
synthesis,synthAoiAreaFrac,25.5,%
clocking,cts_tree,"yes",
synthesis,yosys.area_share.simple,25.6,%
clocking,cts.clk_slew.worst_paths,0.07,ns
die,num_rows,57,
power_and_ir_drop,clkPwrFrac,35.7,%
synthesis,common_cells,"141 x nand2_1, 105 x dfxtp_1, 91 x a21oi_1",
final_layout,area_growth,28.4,%
clocking,post_cts_resized,0,
detailed_routing,wl_per_cell,20.1,µm
detailed_routing,first_iter_violations,626,
sta,fin_setup_tns,0,ns
synthesis,xor_area_share,2.81,%
synthesis,edf_count,0,
grt,overflow,0,
synthesis,ys_seq_share,28.2,%
detailed_routing,drc,0,
sta,rsz0062_at_grt,"false",
sta,clock_skew,0.00797,ns
detailed_routing,routed_wl,28800,µm
placement,portBuffers,154,
grt,grt_util_all_layers,22.8,%
setup_path,path_cells,"clkdlybuf4s50_1 -> nand4_1 -> and3b_1 -> nand2_2 -> buf_4 -> mux2_2 -> clkdlybuf4s50_1",
grt,grt_max_degree,57,
final_layout,area.sequential,0.00210,mm²
synthesis,topCellsByArea,"dfxtp_1 28%, nand2_1 7.1%, mux2_2 6.7%",
sta,setup_viol,0,
sta,layout_min_cycle_time,5.82,ns
synthesis,synth.largest_area_cell,"dfxtp_1",
job,max_cap_viol_count,0,
synthesis,synth_warnings,1,
setup_path,critical_path_class,"input pin to primary output",
setup_path,slowest_delay,0.83,ns
grt,grt_pass1_wl,44400,µm
clocking,ctsHoldBuffers,0,
clocking,post_cts_buffers,0,
clocking,clockRootBuffer,"clkbuf_16",
power_and_ir_drop,pwr_density_cell,180,mW/mm²
die,initCoreUtil,30.6,%
setup_path,critPathRequiredTime,5.60,ns
synthesis,avgSynthCellArea,7.43,µm²
placement,place_congestion,0.934,
sta,max-slew-margin-rel,39.4,%
setup_path,crit_buf_inv,3,
placement,post-place-ws,1.23,ns
sta,slew_viol_final,0,
setup_path,crit_path_top_delay_cell,"clkdlybuf4s50_1",
synthesis,synth_top_cell_by_count,"nand2_1",
## placed cells by master, fill, tap and decap left out, drive strengths merged, types with 6 or more instances in the layout
| master | instances |
|---|---|
| a221oi | 17 |
| or3 | 7 |
| a21o | 19 |
| a21oi | 92 |
| nand3 | 33 |
| dfxtp | 105 |
| or4 | 6 |
| xor2 | 19 |
| clkbuf | 9 |
| o21ai | 68 |
| nor2 | 79 |
| nand4 | 24 |
| inv | 12 |
| a31oi | 17 |
| nand2 | 141 |
| mux2 | 44 |
| buf | 25 |
| a211oi | 37 |
| mux2i | 37 |
| and3 | 21 |
| and4 | 11 |
| nor3 | 23 |
| nor2b | 10 |
| nor4 | 15 |
| clkdlybuf4s50 | 153 |
| a22oi | 8 |
## flip-flops by register name, indices dropped and copies added, names as in the netlist
signal / count
current_task_addr: 32
temp_addr: 32
temp_result: 24
temp_data: 8
state_cycle: 4
current_task_len: 3
task_ready: 1
temp_write_flag: 1
## power by group through the flow
stage	combinational (mW)	clock, mW	sequential (mW)
4_1_cts	0.426	0.625	0.682
5_1_grt	0.463	0.648	0.689
6_report	0.425	0.614	0.682
## metal layers
| metal | global-route usage (%) | vias to the layer above | routed length (µm) |
|---|---|---|---|
| met4 | 4.90 | 0 | 731 |
| met2 | 35.5 | 372 | 12900 |
| met5 | 0 | - | 0 |
| met1 | 33.7 | 3754 | 13000 |
| li1 | - | 3884 | - |
| met3 | 3.40 | 45 | 2150 |
## layout make-up
class	instances	share of cell area (%)
Inverter	10	0.393
Clock inverter	7	1.31
Multi-Input combinational cell	798	51.7
Tap cell	324	4.24
Sequential cell	105	22.0
Timing Repair Buffer	178	18.0
Clock buffer	9	2.36
## kinds of logic (layout without fill, tap and decap cells)
kind of cell | count (synthesis) | after routing
AOI/OAI and AO/OA | 300 | 300
muxes | 81 | 81
adders and majority gates | 4 | 4
buffers and inverters | 99 | 204
DFF | 105 | 105
and+or+nand+nor | 390 | 390
xor gates and xnor gates | 23 | 23
## final timing paths
kind                    startpoint                    end  slack [ns]  depth (start not counted)
max                  task_addr[16]            addr_bus[1]        1.18                          7
min          current_task_addr[31]  current_task_addr[31]        0.48                          2
max reg2reg   current_task_addr[2]          temp_addr[29]        4.16                          7
min reg2reg  current_task_addr[31]  current_task_addr[31]        0.48                          2
## through the flow
step / cells / utilization, % / hold WS [ns] / area (µm²) / power, mW
after CTS: 1431 / 39.3 / 0.482 / 9550 / 1.73
after detailed placement: 1415 / 37.8 / 0.469 / 9200 / 1.12
after global placement: 1415 / 37.8 / 0.462 / 9200 / 1.12
after global routing: 1431 / 39.3 / 0.523 / 9550 / 1.80
final: 1431 / 39.3 / 0.485 / 9550 / 1.72
after floorplan: 1002 / - / 0.449 / 7440 / 0.896
## worst reg2reg max path: stages (launching register included)
cell and delay, ns:
dfxtp_1 0.49, ha_1 0.28, nand3_1 0.28, or3_1 0.62
or3_1 0.38, and3_1 0.19, nor4_1 0.37, a21oi_1 0.12
Power figures rest on the tool's default switching activity, not on a simulated workload.
